$ cat /design/flow/run.sh
#!/bin/bash
# OpenROAD 26Q1-2900-gdf79404cd8, Yosys 0.63+post, stock flow scripts
make -C /OpenROAD-flow-scripts/flow DESIGN_CONFIG=/design/flow/config.mk WORK_HOME=/design/flow/orfs finish
$ cat /design/flow/config.mk
export PLATFORM = sky130hd
export DESIGN_NAME = VCG4RE
export DESIGN_NICKNAME = VCG4RE
export VERILOG_FILES = /design/flow/design.v
export SDC_FILE = /design/flow/constraint.sdc
export NUM_CORES = 4
export LEC_CHECK = 1
export CORE_AREA = 10 10 70 70
export DIE_AREA = 0 0 80 80
$ cat /design/flow/constraint.sdc
current_design VCG4RE

set clk_period 1.8
set clk_io_pct 0.2

create_clock -name clk0 -period $clk_period [get_ports {clk}]

set non_clock_inputs [all_inputs -no_clocks]
set_input_delay [expr $clk_period * $clk_io_pct] -clock clk0 $non_clock_inputs
set_output_delay [expr $clk_period * $clk_io_pct] -clock clk0 [all_outputs]
$ cat /design/flow/design.v
`timescale 1ns / 1ps
module VCG4RE(
	input clk,
	input ce,
	input r,
	output wire [3:0]Y,
	output wire CEO,
	output wire TC
);
reg [4:0]Q = 0;
assign TC = (Q[4:0] == ((1<<4)|1));
assign CEO = ce & TC;
assign Y = Q[4:1];
always @(posedge clk) begin
	Q[0] <= (r|CEO)? 0: ce? !Q[0]: Q[0];
	Q[1] <= (r|CEO)? 0: (!Q[0] & ce)? !Q[1]: Q[1];
	Q[2] <= (r|CEO)? 0: ((Q[1:0] == (1<<1)|1) & ce)? !Q[2]: Q[2];
	Q[3] <= (r|CEO)? 0: ((Q[2:0] == (1<<2)|1) & ce)? !Q[3]: Q[3];
	Q[4] <= (r|CEO)? 0: ((Q[3:0] == (1<<3)|1) & ce)? !Q[4]: Q[4];
end
endmodule
==> summary.txt <==
fresh numbers from the pnr run: status=finished clean, Worst-Margin Slew=0.205 ns, largest registers=Q (5), Log Warnings=25, unrepaired setup endpoints after global routing=false, Hold Path Depth=2, Diodes inserted=0, hold_sp=Q[2]$_SDFFE_PP0P_, largest register by flop count=Q, layout cells sized above 1=0.306, clock skew=0.00180 ns, Cell Type Count=11, # hold bufs at CTS=0, Die X=80 microns, Comb pwr share=0.194, DRC=0, global route hottest layer=met2, I/O Pins=9, critical-path cell list=nand4bb_4 -> nor2_4 -> clkdlybuf4s50_1, Max Freq=581 MHz, Clk pwr share=0.385, max_slew headroom=0.863, Max Cap Viol=0, Layout area overhead=65.2%, Setup CP Type=register to primary output, CTS tree=done, GR Overflow Total=0, Clock Pin Slew Worst Setup and Hold Paths=0.04 ns, Routed Antenna Nets=0, most frequent cells in the layout=clkdlybuf4s50_1, dfxtp_2, xnor2_1, nor2_1, clkbuf_4, Rows=21, Commonest Layout Cell=clkdlybuf4s50_1, LEAKAGE=0.000139 uW, CP required=1.44 ns, Worst R2R End=Q[1]$_SDFFE_PP0P_, worst r2r src=Q[0]$_SDFFE_PP0P_, Tot GR Track Use=0.0174, vias per cell=2.44, Top cell area share=0.392, largest net degree at the start of global routing=8, core region area=3420 sq um, met3 usage in global routing=0.0216, Crit-path slowest cell=clkdlybuf4s50_1, Late-Pin Clk Latency=0.24 ns, die area=6400 sq um, initial antenna violation count=0, WL final=576 microns, max reg flops=5, DR pass1 iterations=2, Synth Warn #=1, Seq pwr share=0.421, CP Capture Type=primary output, hold worst-path end=Q[2]$_SDFFE_PP0P_, Synth area leader=dfxtp_1, met2 usage=0.0233, Die Ht=80 microns, Fin. Hold Viols=0, Finished Layout Cells=82, CP max FO=2, Final setup viols=0, Worst Hold Class=register to register, cell count after synthesis=27, clk root buf=clkbuf_4, Buffers on Ports=8, post-synth area from yosys stat=255 sq um, Top area cell types=dfxtp_1, buf_4, xnor2_1, period utilization=0.957, register share after synthesis=0.392, vias in the first global route=185, dpl cells=77, R2R Setup Slk=0.92 ns, largest stage delay on the critical path=0.47 ns, clock sink count=5, Tmin final=1.72 ns, dpl hpwl=453 microns, Placer Congestion=0.662, grt met1 use=0.0168, CTS buffer count=3, setup_tns=0 ns, Worst EP arrival=1.36 ns, clock buffer depth=2, Max Slew Vio Count=0, Sw Ratio=0.229, filler cell count=394, IR drop worst, VDD=0.145 mV, DR vias=200, ys cells=27, H-tree depth=1, Startpoint Class=register, Int Pwr=255 uW, first-pass GRT wire length=821 microns, Synth flops=5, per-cell routed wire length=7.02 microns, synthesized area=255 sq um, crit path launch=Q[1]$_SDFFE_PP0P_, FP Util=0.0747, PwrDens=785 nW/um^2, synthesized area per cell=9.45 sq um, switching pwr=75.9 uW, drt initial violations=17, R2R cell count=3
[power groups by stage]
stage / logic [uW] / clock network [uW] / registers [uW]
4_1_cts: 65.1 / 134 / 139
6_report: 64.3 / 127 / 139
5_1_grt: 68.9 / 143 / 141
[final cells by class]
type	instances	area [sq um]	share of cell area
Sequential cell	5	105	0.249
Tap cell	46	57.6	0.136
Timing Repair Buffer	10	93.8	0.223
Clock buffer	4	26.3	0.0623
Multi-Input combinational cell	17	139	0.329
[worst max-delay path by stage]
stage         endpoint
global route        TC
finish              TC
CTS                 TC
[synthesized netlist by cell type, drive strengths merged]
master   n
nand2b   2
a21oi    2
dfxtp    5
nand4bb  2
and2     1
nand3b   2
xnor2    3
nor2     4
buf      5
and2b    1
[metal layers]
layer | part of all wire | vias up | wire (microns)
li1 | - | 105 | -
met1 | 0.39 | 89 | 222
met2 | 0.46 | 6 | 267
met3 | 0.15 | 0 | 86
met4 | 0 | 0 | 0
met5 | 0 | - | 0
[cells by family after synthesis]
| family | synth area share |
|---|---|
| AOI/OAI and AO/OA | 0.0392 |
| xor gates and xnor gates | 0.103 |
| buffers and inverters | 0.147 |
| DFF | 0.392 |
| and+or+nand+nor | 0.319 |
[critical path, delay by kind of cell, from the launching register on]
kind / cells / cell delay (ns)
buf+inv: 1 / 0.47
simple gates: 2 / 0.34
flops: 1 / 0.31
[metrics by stage]
stage / util / setup WS (ns) / cell area [sq um] / power, uW / hold slack [ns]
after floorplan: - / 0.753 / 255 / 172 / 0.429
after global placement: 0.106 / 0.0346 / 363 / 191 / 0.488
after detailed placement: 0.106 / 0.0285 / 363 / 192 / 0.504
after CTS: 0.122 / 0.0278 / 417 / 338 / 0.491
after global routing: 0.123 / 0.0141 / 422 / 353 / 0.505
final: 0.123 / 0.0777 / 422 / 331 / 0.488
[repair_timing]
action,4_1_cts,5_1_grt
endpoints found under the setup margin,2,1
gates resized,6,1
buffers inserted,1,0
pin swaps,3,1
Power figures rest on the tool's default switching activity, not on a simulated workload.
