==> ./design.v <==
`timescale 1ns / 1ps
module D7seg(
	input [3:0]dig,
	output wire [6:0]seg
);
assign seg =	(dig==0)?  7'b1000000:
					(dig==1)?  7'b1111001:
					(dig==2)?  7'b0100100:
					(dig==3)?  7'b0110000:
					(dig==4)?  7'b0011001:
					(dig==5)?  7'b0010010:
					(dig==6)?  7'b0000010:
					(dig==7)?  7'b1111000:
					(dig==8)?  7'b0000000:
					(dig==9)?  7'b0010000:
					(dig==10)? 7'b0001000:
					(dig==11)? 7'b0000011:
					(dig==12)? 7'b1000110:
					(dig==13)? 7'b0100001:
					(dig==14)? 7'b0000110:
					(dig==15)? 7'b0001110:
								  7'b1111111;
endmodule
`timescale 1ns / 1ps
module DISPLAY(
	input clk,
	input [15:0]dat,
	input [1:0]PTR,
	output wire [3:0]AN,
	output wire [7:0]SEG,
	output wire ce1ms
);
wire [3:0]Dig;
wire [3:0]Adr_dig;
Gen4an DD1( .clk(clk), .q(Adr_dig), .ce(ce1ms), .an(AN)); 
MUX16_4 DD2 (.dat(dat), .do(Dig), .adr(Adr_dig));
D7seg DD3 (.dig(Dig), .seg(SEG[6:0])); 
Gen_P DD4 (.adr_An(Adr_dig), .seg_P(SEG[7]), .ptr(PTR));
Gen1ms DD5 (.clk(clk), .ce1ms(ce1ms)); 
endmodule
`timescale 1ns / 1ps
module Gen1ms(
	input clk,
	output wire ce1ms
);
parameter Fclk = 50000000;
parameter F1kHz = 1000;
reg [15:0]cb_ms = 0;
assign ce1ms = (cb_ms == 1);
always @(posedge clk) begin
	cb_ms <= ce1ms? ((Fclk / F1kHz)) : cb_ms-1;
end
endmodule
`timescale 1ns / 1ps
module Gen4an(
	input wire clk,
	input wire ce,
	output reg [1:0] q,
	output wire [3:0] an
);
assign an = (q==0)? 4'b1110 :
				(q==1)? 4'b1101 :
				(q==2)? 4'b1011 :
						  4'b0111 ;
always @ (posedge clk) if (ce) begin
	q <= q+1;
end
endmodule
`timescale 1ns / 1ps
module Gen_P(
	input [1:0]ptr,
	input [1:0]adr_An,
	output wire seg_P
);
assign seg_P = !(ptr==adr_An);
endmodule
`timescale 1ns / 1ps
module MUX16_4(
	input [15:0]dat,
	input [1:0]adr,
	output wire [3:0]do
);
assign do = (adr==0)? dat[3:0]:
				(adr==1)? dat[7:4]:
				(adr==2)? dat[11:8]:
							 dat[15:12];
endmodule
==> ./run.sh <==
#!/bin/bash
# OpenROAD 26Q1-2900-gdf79404cd8, Yosys 0.63+post, stock flow scripts
make -C /OpenROAD-flow-scripts/flow DESIGN_CONFIG=/design/flow/config.mk WORK_HOME=/design/flow/orfs finish
==> ./config.mk <==
export PLATFORM = sky130hd
export DESIGN_NAME = DISPLAY
export DESIGN_NICKNAME = DISPLAY
export VERILOG_FILES = /design/flow/design.v
export SDC_FILE = /design/flow/constraint.sdc
export NUM_CORES = 4
export LEC_CHECK = 1
export CORE_AREA = 10 10 95 95
export DIE_AREA = 0 0 105 105
==> ./constraint.sdc <==
current_design DISPLAY

set clk_period 4.4
set clk_io_pct 0.2

create_clock -name clk0 -period $clk_period [get_ports {clk}]

set non_clock_inputs [all_inputs -no_clocks]
set_input_delay [expr $clk_period * $clk_io_pct] -clock clk0 $non_clock_inputs
set_output_delay [expr $clk_period * $clk_io_pct] -clock clk0 [all_outputs]
==> results_dict.tcl <==
# metrics dict for downstream scripts
set metrics [dict create \
    crit_chain "inv_1 -> ha_1 -> nor2_1 -> a221o_1 -> or4_1 -> o211ai_1 -> clkdlybuf4s50_1" \
    grt_pass1_vias 1003 \
    hold_path_end "DD5.cb_ms[15]$_SDFF_PP1_" \
    ir_drop_uv 102 \
    holdWs_ns 0.474 \
    powerDensity_nw_per_um2 172 \
    antennaDiodeCount 0 \
    period_needed_ns 3.98 \
    slowest_delay_ns 0.54 \
    wl_per_cell_um 10.9 \
    crit_fanout 11 \
    grt_max_degree 16 \
    status "finished clean" \
    worst_clock_skew_ns 0.00171 \
    arrival_ns 3.10 \
    start_kind "register" \
    htreeDepth 1 \
    ys_cells 155 \
    ys_chip_area_um2 1270 \
    finalHoldViolCount 0 \
    grt_overflow_total 0 \
    setup_viol 0 \
    clockBufferDepth 2 \
    synth_cell_type_count 40 \
    async_reset_ff_share_pct 0 \
    crit_type "register to primary output" \
    area_growth_pct 36.8 \
    row_count 30 \
    fp_util_pct 18.4 \
    slew_violations 0 \
    setup_tns_ns 0 \
    grtUsageTotal_pct 5.32 \
    edf_count 2 \
    rrSetupSlack_ns 2.25 \
    dr_total_vias 1186 \
    post-cts-setup-buffer-count 0 \
    ff2ff_path_depth 4 \
    hpwlAfterDp_um 2370 \
    synth.yosys.warnings 5 \
    max_slew_margin_pct 51.9 \
    p_total_mw 0.300 \
    die.size.x_um 105 \
    ant_nets 0 \
    synth.avg_cell_area_um2 8.21 \
    finalWeightedCongestion 0.844 \
    chip_area_um2 11000 \
    post-route-period-util_pct 90.3 \
    drtPass1Iterations 4 \
    synthFlopType "dfxtp_1" \
    drc 0 \
    drive_gt1_share_pct 4.84 \
    placed_cell_area_um2 1700 \
    numCtsBuffers 3 \
    syn_inst 155 \
    cts-root-buf "clkbuf_8" \
    min_path_type "register to register" \
    endpoint_kind "primary output" \
    worstMarginPinSlew_ns 0.715 \
    rsz0062_at_grt "no" \
    die_y_um 105 \
    cap_violations 0 \
    ys_seq_share_pct 29.9 \
    rr_endpoint "DD5.cb_ms[10]$_SDFF_PP0_" \
    cts_resized 0 \
    slowest_stage "or4_1" \
    hold_depth 1 \
    fin_area_um2 1740 \
    p_leak_nw 0.619 \
    ys_seq_elements 18 \
    vias_per_cell 4.21 \
    drt-total-wl_um 3070 \
    fp.coreArea_um2 6910 \
    pin_count 32 \
    port_buffers 31 \
    regToRegStartpoint "DD5.cb_ms[2]$_SDFF_PP0_" \
    min_from "DD5.cb_ms[15]$_SDFF_PP1_" \
    clk_transition_reported_paths_ns 0.07 \
    clock.fmax_mhz 252 \
    warning_count 31 \
    lay_top_count "clkdlybuf4s50_1" \
    hold_buffers 0 \
    cp.required_ns 3.52 \
    syn-cell-area_um2 1270 \
    cts_sinks 18 \
    drt_iter0_markers 31 \
    cts_tree "yes" \
    grt_pass1_wl_um 5030 \
    nFillCells 761 \
    antenna_found_initial 0 \
    clk_latency_ns 0.25 \
    layout_top_cells "clkdlybuf4s50_1 (31), dfxtp_1 (16), nor2_1 (14), nand2_1 (13), inv_1 (12)" \
]
state kept, by name, summed over array words and instances, names as in the netlist:
signal,cells
DD1.q,2
DD5.cb_ms,16
stage by stage:
step           util, %  setup slack (ns)  std cells
6_report          25.2             0.425        282
5_1_grt           25.2             0.200        282
4_1_cts           25.2             0.383        282
3_5_place_dp      24.5             0.520        278
3_3_place_gp      24.5             0.527        278
2_1_floorplan        -              1.41        155
worst max-delay path by stage:
stage	startpoint	end	slack, ns	cells past startpoint
final	DD1.q[0]$_DFFE_PP_	SEG[0]	0.42	7
after CTS	DD1.q[0]$_DFFE_PP_	SEG[0]	0.38	7
after global routing	DD1.q[0]$_DFFE_PP_	SEG[0]	0.20	7
final cells by class:
| class | instances | area, um^2 | area share, % |
|---|---|---|---|
| clock buffers | 3 | 41.3 | 2.37 |
| well taps | 96 | 120 | 6.90 |
| clock inverters | 1 | 3.75 | 0.216 |
| inverters | 12 | 45.0 | 2.59 |
| flip-flops and latches | 18 | 380 | 21.9 |
| repair buffers | 35 | 340 | 19.6 |
| multi-input cells | 117 | 810 | 46.5 |
power by group:
part	internal, mW	switching (mW)	total (mW)	leakage, nW
logic	0.0160	0.00381	0.0198	0.444
registers	0.165	0	0.165	0.152
clock network	0.0619	0.0525	0.114	0.0231
total	0.243	0.0563	0.300	0.619
Yosys cell counts, types with 2 or more instances:
library cell | n | share of area, %
dfxtp_1 | 16 | 25
nor3_1 | 4 | 1.6
nand4_1 | 4 | 2.0
nand2_1 | 13 | 3.8
nand2b_1 | 4 | 2.0
nor4_1 | 6 | 3.0
a211o_1 | 3 | 2.1
a211oi_1 | 6 | 3.5
buf_2 | 3 | 1.2
a221oi_1 | 2 | 1.4
clkbuf_1 | 3 | 0.88
nand3_1 | 5 | 2.0
inv_1 | 12 | 3.5
nor2b_1 | 3 | 1.5
o22ai_1 | 3 | 1.5
xor2_1 | 2 | 1.4
nor2_1 | 14 | 4.1
ha_1 | 8 | 7.9
or4_1 | 4 | 2.4
o21ai_0 | 3 | 1.2
edfxtp_1 | 2 | 4.7
a21oi_1 | 2 | 0.79
nor3b_1 | 4 | 2.4
mux2i_1 | 4 | 3.1
xnor2_1 | 10 | 6.9
critical path: cells and delay by family, from the launching register on:
| family | cells | cell delay (ns) |
|---|---|---|
| AOI/OAI and AO/OA | 2 | 0.56 |
| adders and majority gates | 1 | 0.40 |
| buffers and inverters | 2 | 0.65 |
| DFF | 1 | 0.47 |
| and+or+nand+nor | 2 | 0.76 |
kinds of logic (layout without fill, tap and decap cells):
logic type	count (synthesis)	after routing	share of synthesized area, %
XOR/XNOR	12	12	8.26
AND-OR/OR-AND	27	27	15.6
AND/OR/NAND/NOR	65	65	27.9
buffers and inverters	20	51	6.49
multiplexers	4	4	3.15
flip-flops	18	18	29.9
adder cells (fa/ha/maj)	9	9	8.65
routing by layer:
layer	wire (um)	up-vias	track usage (%)	share of wire, %
met5	0	-	0	0
met4	12	0	0.196	0.39
met3	152	2	1.68	4.9
met2	1190	31	7.43	39
met1	1720	527	8.15	56
li1	-	626	-	-
Power and IR drop assume default switching activity.
