### ./run.sh
#!/bin/bash
# OpenROAD 26Q1-2900-gdf79404cd8, Yosys 0.63+post, stock flow scripts
make -C /OpenROAD-flow-scripts/flow DESIGN_CONFIG=/design/flow/config.mk WORK_HOME=/design/flow/orfs finish
### ./constraint.sdc
current_design VCB4CLED

set clk_period 2.4
set clk_io_pct 0.2

create_clock -name clk0 -period $clk_period [get_ports {clk}]

set non_clock_inputs [all_inputs -no_clocks]
set_input_delay [expr $clk_period * $clk_io_pct] -clock clk0 $non_clock_inputs
set_output_delay [expr $clk_period * $clk_io_pct] -clock clk0 [all_outputs]
### ./config.mk
export PLATFORM = sky130hd
export DESIGN_NAME = VCB4CLED
export DESIGN_NICKNAME = VCB4CLED
export VERILOG_FILES = /design/flow/design.v
export SDC_FILE = /design/flow/constraint.sdc
export NUM_CORES = 4
export LEC_CHECK = 1
export CORE_AREA = 10 10 70 70
export DIE_AREA = 0 0 80 80
### ./design.v
`timescale 1ns / 1ps
module VCB4CLED(
	input ce,
	input up,
	input [3:0]di,
	input L,
	input clk,
	input clr,
	output reg[3:0] Q=0,
	output wire CEO,
	output wire TC
);
assign TC = up? (Q == (1 << 4) - 1): (Q == 0);
assign CEO = ce & TC;
always @(posedge clr or posedge clk ) begin  
	if (clr) Q <= 0;
	else Q <= L? di: (up & ce)? Q+1: (!up & ce)? Q-1: Q;
end
endmodule
==> impl_metrics.py <==
# Synthesis and PnR figures
metrics = {
    "status": {
        "run_status": "complete, no violations",
    },
    "worst_setup_path": {
        "worstSetupStartpoint": "up",
        "worst-path-max-fanout": 2,
        "worstSetupEndpointType": "output port",
        "worstReg2RegStart": "Q[0]",
        "regToRegSetupSlack_ns": 0.91,
        "worst_setup_path_start_kind": "input pin",
        "arrival_time_of_the_worst_setup_path_ns": 1.80,
        "critical-path-slowest-cell": "sky130_fd_sc_hd__clkdlybuf4s50_1",
        "critical_path_cell_by_cell": "dlygate4sd2_1 -> or4_1 -> mux2i_1 -> clkdlybuf4s50_1",
        "top_cell_family_by_delay_on_the_critical_path": "buffers and inverters",
        "rr_endpoint": "Q[2]",
        "worst-path-buf-inv": 2,
        "crit_path_depth": 4,
        "critPathKind": "in -> out",
        "setup.worst_path.end": "TC",
        "r2r.worst_path.cells": 5,
        "slowest_delay_ns": 0.50,
        "critPathRequiredTime_ns": 1.92,
    },
    "logic_synthesis": {
        "synth.cell_area_um2": 332,
        "synth_cells": 36,
        "yosysWarnings": 1,
        "yosys.stat.chipArea_um2": 332,
        "synth.lib_cells_used.distinct": 23,
        "postSynthRegisterBits": 4,
        "syn_avg_cell_area_um2": 9.21,
        "synth.yosys.seq_area_share_pct": 30.2,
        "yosys_cells": 36,
    },
    "clock_network": {
        "ctsHoldBuffers": 0,
        "tritoncts_num_sinks": 4,
        "cts_buffer_count": 3,
        "cts-htree-levels": 1,
        "insertion_delay_at_the_late_pin_of_the_worst_skew_pair_ns": 0.23,
        "clock_tree_from_tritoncts": "built",
        "cts_max_path_buffers": 2,
        "cts.reportedPaths.clkPinSlew_ns": 0.04,
        "clockRootBuffer": "sky130_fd_sc_hd__clkbuf_4",
    },
    "final_timing": {
        "final.setup_skew_ns": 0.00121,
        "final.setup.tns_ns": 0,
        "hold_violations": 0,
        "slew_headroom_pct": 76.1,
        "timing.final.setup_violations": 0,
        "fmaxAchievable_mhz": 439,
        "worst_hold_slack_ns": 0.443,
        "finalCritPeriodShare_pct": 94.8,
        "rsz_0062_raised_after_global_routing": "no",
        "min_period_ns": 2.28,
        "worst_pin_slew_ns": 0.358,
        "final_max_slew_viol_count": 0,
    },
    "finish": {
        "reg.largest.list": "Q x4",
        "postLayoutCoreUtil_pct": 17.1,
        "fillCellCount": 391,
        "layoutNonFillerInstCount": 102,
        "layout-drive-gt1-share_pct": 14.3,
        "max_reg_flops": 4,
        "largest_register": "Q",
        "area_growth_syn_to_layout_pct": 75.8,
    },
    "die": {
        "die_y_size_um": 80,
        "core_region_area_um2": 3420,
        "num_io_pins": 15,
        "num_rows": 21,
        "die_w_um": 80,
        "floorplanUtilization_pct": 9.71,
        "design.die.area_um2": 6400,
    },
    "global_routing": {
        "grt.overflow.total": 0,
        "wire_length_of_the_first_global_routing_pass_mm": 1.58,
        "grt_start_max_net_pins": 13,
        "grt_use_total_pct": 3.14,
        "first_global_vias": 323,
        "grt_antenna_before_repair": 0,
    },
    "power": {
        "power-per-cell-area_nw_per_um2": 506,
        "irDropWorstVdd_mv": 0.152,
        "p_leak_nw": 0.252,
    },
    "route": {
        "n_antenna_cell": 0,
        "route.detailed.vias_per_inst": 3.27,
        "drt.antenna.violating_nets": 0,
        "drc": 0,
        "initialDrtViolationCount": 30,
        "detail_routed_net_length_per_standard_cell_um": 9.72,
        "detailedRoute.firstPassIterationCount": 4,
        "route.vias.total": 334,
        "finalWirelength_um": 991,
    },
    "job": {
        "timing.max_cap.violations": 0,
        "warning_count": 25,
    },
    "placed_design": {
        "input_output_buffers": 14,
        "hpwl_um": 817,
        "gp_routability_congestion": 0.689,
        "placedCellCount": 99,
    },
    "hold_path": {
        "hold_class": "in -> async",
    },
}
## where the power goes
part / internal, mW / switching [mW]
clock network: 0.0559 / 0.0271
registers: 0.0790 / 0.0116
logic: 0.0735 / 0.0477
total: 0.208 / 0.0864
## routing by layer
layer,vias up,global-route usage [%],wire [µm]
met5,-,0,0
met4,0,0.352,0
met3,0,2.39,125
met2,12,3.05,302
met1,148,4.96,564
li1,174,-,-
## cells by family after synthesis
kind of cell | count (synthesis) | synth area share, %
mux | 3 | 9.06
xor+xnor | 2 | 5.28
buf+inv | 3 | 3.40
flops | 4 | 30.2
compound gates | 7 | 13.2
simple gates | 14 | 25.3
fa+ha+maj | 3 | 13.6
## how the worst min path moves through the flow
stage	from	to	slack, ns	depth (start not counted)
after CTS	clr	Q[0]	0.45	2
after global routing	clr	Q[0]	0.47	2
final	clr	Q[3]	0.44	2
## Yosys cell counts
cell                        n  area [µm²]
sky130_fd_sc_hd__o21ai_0    3        15.0
sky130_fd_sc_hd__dfrtp_1    4         100
sky130_fd_sc_hd__nor4bb_1   1        10.0
sky130_fd_sc_hd__o211ai_1   1        7.51
sky130_fd_sc_hd__or4_1      1        7.51
sky130_fd_sc_hd__nor4b_1    1        8.76
sky130_fd_sc_hd__a22oi_1    1        7.51
sky130_fd_sc_hd__mux2i_1    3        30.0
sky130_fd_sc_hd__nor3b_1    1        7.51
sky130_fd_sc_hd__o2bb2ai_1  1        8.76
sky130_fd_sc_hd__nand2_1    4        15.0
sky130_fd_sc_hd__and3b_1    1        8.76
sky130_fd_sc_hd__xor2_1     1        8.76
sky130_fd_sc_hd__and2_1     1        6.26
sky130_fd_sc_hd__nor2_1     1        3.75
sky130_fd_sc_hd__a21oi_1    1        5.00
sky130_fd_sc_hd__clkbuf_1   2        7.51
sky130_fd_sc_hd__ha_1       2        25.0
sky130_fd_sc_hd__nand4_1    1        6.26
sky130_fd_sc_hd__nand3_1    2        10.0
sky130_fd_sc_hd__inv_1      1        3.75
sky130_fd_sc_hd__xnor2_1    1        8.76
sky130_fd_sc_hd__fa_1       1        20.0
## timing repair
item / in CTS / in global routing
gates cloned: 0 / 0
setup endpoints to repair: 2 / 2
setup buffers: 1 / 0
pin swaps: 2 / 1
resized: 1 / 1
## cell type report
type / count / area [µm²] / share of cell area (%)
clock buffers: 3 / 22.5 / 3.86
inverters: 1 / 3.75 / 0.644
multi-input cells: 29 / 220 / 37.8
flip-flops and latches: 4 / 100 / 17.2
well taps: 46 / 57.6 / 9.87
repair buffers: 19 / 179 / 30.7
## cell usage in the layout, fill, tap and decap left out
cell,netlist,routed
sky130_fd_sc_hd__a21oi_1,1,1
sky130_fd_sc_hd__a22oi_1,1,1
sky130_fd_sc_hd__and2_1,1,1
sky130_fd_sc_hd__and3b_1,1,1
sky130_fd_sc_hd__buf_4,0,5
sky130_fd_sc_hd__clkbuf_4,0,3
sky130_fd_sc_hd__clkdlybuf4s50_1,0,12
sky130_fd_sc_hd__dfrtp_1,4,4
sky130_fd_sc_hd__dlygate4sd2_1,0,1
sky130_fd_sc_hd__dlymetal6s2s_1,0,1
sky130_fd_sc_hd__fa_1,1,1
sky130_fd_sc_hd__ha_1,2,2
sky130_fd_sc_hd__inv_1,1,1
sky130_fd_sc_hd__mux2i_1,3,3
sky130_fd_sc_hd__nand2_1,4,4
sky130_fd_sc_hd__nand3_1,2,2
sky130_fd_sc_hd__nand4_1,1,1
sky130_fd_sc_hd__nor2_1,1,1
sky130_fd_sc_hd__nor3b_1,1,1
sky130_fd_sc_hd__nor4b_1,1,1
sky130_fd_sc_hd__nor4bb_1,1,1
sky130_fd_sc_hd__o211ai_1,1,1
sky130_fd_sc_hd__o21ai_0,3,3
sky130_fd_sc_hd__o2bb2ai_1,1,1
sky130_fd_sc_hd__or4_1,1,1
sky130_fd_sc_hd__xnor2_1,1,1
sky130_fd_sc_hd__xor2_1,1,1
## worst reg2reg max path, stage by stage, from the launching register on
cell,delay (ns)
sky130_fd_sc_hd__dfrtp_1,0.38
sky130_fd_sc_hd__buf_4,0.16
sky130_fd_sc_hd__fa_1,0.42
sky130_fd_sc_hd__xor2_1,0.17
sky130_fd_sc_hd__mux2i_1,0.14
sky130_fd_sc_hd__o21ai_0,0.09
## through the flow
| stage | power, mW | cell area [µm²] | worst slack (ns) |
|---|---|---|---|
| 3_3_place_gp | 0.212 | 559 | -0.120 |
| 2_1_floorplan | 0.144 | 332 | 0.671 |
| 4_1_cts | 0.303 | 588 | 0.00133 |
| 6_report | 0.295 | 583 | 0.124 |
| 3_5_place_dp | 0.211 | 559 | -0.188 |
| 5_1_grt | 0.318 | 583 | 0.0636 |
Power figures rest on the tool's default switching activity, not on a simulated workload.
